<file path="flow/constraint.sdc">
current_design ALSU

set clk_period 4.4
set clk_io_pct 0.2

create_clock -name clk0 -period $clk_period [get_ports {clk}]

set non_clock_inputs [all_inputs -no_clocks]
set_input_delay [expr $clk_period * $clk_io_pct] -clock clk0 $non_clock_inputs
set_output_delay [expr $clk_period * $clk_io_pct] -clock clk0 [all_outputs]
</file>
<file path="flow/design.v">
interface counter_if(clk);
    parameter WIDTH = 4;  
    input bit clk;  
    bit rst_n;
    logic load_n;
    logic up_down;
    logic ce;
    logic [WIDTH-1:0] data_load;
    logic [WIDTH-1:0] count_out;
    logic max_count;
    logic zero;
    modport TEST (input clk ,count_out, max_count, zero,
                  output rst_n, load_n, up_down, ce, data_load);
    modport monitor (input clk ,rst_n, load_n, up_down, ce, data_load,count_out, max_count, zero);
endinterface 
module ALSU(A, B, cin, serial_in, red_op_A, red_op_B, opcode, bypass_A, bypass_B, clk, rst, direction, leds, out);
parameter INPUT_PRIORITY = "A";
parameter FULL_ADDER = "ON";
input clk,cin, rst, red_op_A, red_op_B, bypass_A, bypass_B, direction, serial_in;
input [2:0] opcode;
input signed [2:0] A, B;
output reg [15:0] leds;
output reg signed [5:0] out;
reg red_op_A_reg, red_op_B_reg, bypass_A_reg, bypass_B_reg, direction_reg, serial_in_reg;
reg signed [1:0] cin_reg;
reg [2:0] opcode_reg;
reg signed [2:0] A_reg, B_reg;
wire invalid_red_op, invalid_opcode, invalid;
assign invalid_red_op = (red_op_A_reg | red_op_B_reg) & (opcode_reg[1] | opcode_reg[2]);
assign invalid_opcode = opcode_reg[1] & opcode_reg[2];
assign invalid = invalid_red_op | invalid_opcode;
always @(posedge clk or posedge rst) begin
  if(rst) begin
     cin_reg <= 0;
     red_op_B_reg <= 0;
     red_op_A_reg <= 0;
     bypass_B_reg <= 0;
     bypass_A_reg <= 0;
     direction_reg <= 0;
     serial_in_reg <= 0;
     opcode_reg <= 0;
     A_reg <= 0;
     B_reg <= 0;
  end else begin
     cin_reg <= cin;
     red_op_B_reg <= red_op_B;
     red_op_A_reg <= red_op_A;
     bypass_B_reg <= bypass_B;
     bypass_A_reg <= bypass_A;
     direction_reg <= direction;
     serial_in_reg <= serial_in;
     opcode_reg <= opcode;
     A_reg <= A;
     B_reg <= B;
  end
end
always @(posedge clk or posedge rst) begin
  if(rst) begin
     leds <= 0;
  end else begin
      if (invalid)
        leds <= ~leds;
      else
        leds <= 0;
  end
end
always @(posedge clk or posedge rst) begin
  if(rst) begin
    out <= 0;
  end
  else begin
    if (bypass_A_reg && bypass_B_reg)
      out <= (INPUT_PRIORITY == "A")? A_reg: B_reg;
    else if (bypass_A_reg)
      out <= A_reg;
    else if (bypass_B_reg)
      out <= B_reg;
    else if (invalid) 
        out <= 0;
    else begin
        case (opcode_reg)
          3'h0: begin 
            if (red_op_A_reg && red_op_B_reg)
              out <= (INPUT_PRIORITY == "A")? |A_reg: |B_reg;
            else if (red_op_A_reg) 
              out <= |A_reg;
            else if (red_op_B_reg)
              out <= |B_reg;
            else 
              out <= A_reg | B_reg;
          end
          3'h1: begin
            if (red_op_A_reg && red_op_B_reg)
              out <= (INPUT_PRIORITY == "A")? ^A_reg: ^B_reg;
            else if (red_op_A_reg) 
              out <= ^A_reg;
            else if (red_op_B_reg)
              out <= ^B_reg;
            else 
              out <= A_reg ^ B_reg;
          end
          3'h2: begin
            if (FULL_ADDER == "ON") 
              out <= A_reg + B_reg + cin_reg;
            else 
              out <= A_reg + B_reg;
          end
          3'h3: out <= A_reg * B_reg;
          3'h4: begin
            if (direction_reg)
              out <= {out[4:0], serial_in_reg};
            else
              out <= {serial_in_reg, out[5:1]};
          end
          3'h5: begin
            if (direction_reg)
              out <= {out[4:0], out[5]};
            else
              out <= {out[0], out[5:1]};
          end
          default : out <= 0; 
        endcase
    end 
  end
end
endmodule
</file>
<file path="flow/run.sh">
#!/bin/bash
# OpenROAD 26Q1-2900-gdf79404cd8, Yosys 0.63+post, stock flow scripts
make -C /OpenROAD-flow-scripts/flow DESIGN_CONFIG=/design/flow/config.mk WORK_HOME=/design/flow/orfs finish
</file>
<file path="flow/config.mk">
export PLATFORM = sky130hd
export DESIGN_NAME = ALSU
export DESIGN_NICKNAME = ALSU
export VERILOG_FILES = /design/flow/design.v
export SDC_FILE = /design/flow/constraint.sdc
export NUM_CORES = 4
export LEC_CHECK = 1
export CORE_UTILIZATION = 30
</file>
==> results.txt <==
run results: antenna violations before repair 0, synth cell count leaders dfrtp_1 (38), nor2_1 (26), inv_1 (16), Core Rows 29, Clock Skew 0.00748 ns, max FFs per register 16, Hold Worst Slack 0.421 ns, Crit Path Category register to register, Tool Warnings 31, yosys stat area 1990 µm², Die W 83.5 µm, synth warn 1, Synth Seq Share 47.7%, H-tree Lvls 2, most common cell in the netlist dfrtp_1, area grow syn2layout 29.1%, Num CTS Buffers 5, Top cells by area dfrtp_1 (48%), ha_1 (8.8%), fa_1 (8.0%), nor2_1 (4.9%), mux2i_1 (3.5%), number of routed nets with antenna violations 0, largest net degree at the start of global routing 39, die area 6970 µm², setup violators final 0, layout cells sized above 1 8.14%, total track usage 12.5%, ys cells 176, WL met1 1990 µm, DR pass1 iterations 4, Avg Cell Area, Syn 11.3 µm², Most flops, register leds, Clock Tree Buf Depth 2, Pleak 1.16 nW, ant diodes 0, ys flops 38, Top cell area share 47.7%, area of the mapped netlist 1990 µm², TNS Setup 0 ns, ys flop type dfrtp_1, crit path time final 3.37 ns, Post-CTS Resized 0, Crit. End Element register, fp util 31.2%, final hold viol count 0, Met2 Wirelength 1590 µm, Post-CTS Setup Repair Bufs 0, status finished, final reports clean, root buf cell clkbuf_8, Critical Path AT 3.56 ns, crit path DRT 4.59 ns, GRT overflow 0, hpwl dp 2920 µm, via count 1362, Mapped Cells 176, Max Cap Viol 0, vias in the first global route 1399, top sig layer met4, Max VDD drop 153 µV, final wirelength 3780 µm, Regs by FF count leds: 16 flops, out: 6 flops, CTS clock-pin slew for the worst setup and hold paths 0.07 ns, latest clock arrival within the worst-skew pair 0.29 ns, CP max FO 9, DRC Markers 0, # clock sinks 38, fin crit share 76.5%, Post-synth ARST share 100%, Core Area 6390 µm², fmax 297 MHz, GPL Wtd Cong 0.887, Worst Hold Class register to register, global-route wire length before repair 6850 µm, distinct lib cells 45, Tightest Pin Transition 0.610 ns, Via density 4.57, DRT iter0 DRCs 46, Post-CTS Hold Buffers 0, critical path startpoint category register, # IOs 40, Die Height 83.5 µm, met3 routed WL 184 µm, number of synthesized flops with an enable pin 0, largest area contributor in the netlist dfrtp_1, CTS tree done, DR WL/cell 12.7 µm, P per Cell Area 319 nW/µm², max_slew headroom 59.4%, RSZ-0062 raised after global routing no, fin. max-slew vios 0, I/O Buffers 39
cell usage in the layout, fill, tap and decap left out, types with 3 or more instances in the layout:
master,instances
clkbuf_8,6
nand2_1,8
dfrtp_1,38
nor2_1,26
a21oi_1,6
a211oi_1,5
clkdlybuf4s50_1,39
a31oi_1,3
ha_1,14
o31ai_1,3
mux2i_1,7
inv_1,16
fa_1,8
per-stage QoR:
| stage | total power [mW] | setup slack (ns) | utilization (%) | area (µm²) | std cells |
|---|---|---|---|---|---|
| global placement | 0.586 | 1.07 | 38.8 | 2480 | 290 |
| detailed placement | 0.587 | 1.04 | 38.8 | 2480 | 290 |
| floorplan | 0.496 | 1.19 | - | 1990 | 176 |
| global route | 0.882 | 0.795 | 40.3 | 2570 | 298 |
| finish | 0.822 | 1.03 | 40.3 | 2570 | 298 |
| CTS | 0.835 | 1.01 | 40.3 | 2570 | 298 |
critical path, cell delays in order (launching register included):
cell	delay [ns]
dfrtp_1	0.51
nand2_1	0.19
fa_1	0.57
inv_1	0.04
ha_1	0.28
ha_1	0.21
fa_1	0.37
xnor3_1	0.37
xnor2_1	0.13
or3b_1	0.39
a221oi_2	0.21
cell type report:
cell class              instances  area, µm²
well taps                      77       96.3
clock buffers                   6       82.6
multi-input cells             118        965
fillers                       621       3810
inverters                      16       60.1
repair buffers                 41        405
clock inverters                 2       12.5
flip-flops and latches         38        951
metal layers:
| layer | GRT usage [%] | up-vias |
|---|---|---|
| met4 | 1.85 | 0 |
| met2 | 17.1 | 29 |
| li1 | - | 684 |
| met5 | 0 | - |
| met1 | 21.3 | 647 |
| met3 | 3.01 | 2 |
final timing paths:
path                                    start                       to  slack (ns)  depth (start not counted)
setup / recovery           A_reg[2]$_DFF_PP0_         out[5]$_DFF_PP0_        1.03                         10
hold / removal             leds[11]$_DFF_PP0_       leds[11]$_DFF_PP0_        0.42                          1
setup reg to reg           A_reg[2]$_DFF_PP0_         out[5]$_DFF_PP0_        1.03                         10
hold reg to reg            leds[11]$_DFF_PP0_       leds[11]$_DFF_PP0_        0.42                          1
max in group asynchronous                 rst         out[3]$_DFF_PP0_        3.08                          3
min in group asynchronous                 rst  opcode_reg[1]$_DFF_PP0_        0.99                          3
where the power goes:
group	total, mW	internal (mW)	switching, mW
Sequential	0.409	0.381	0.0282
Combinational	0.168	0.104	0.0640
Clock	0.244	0.126	0.119
cells by family (layout without fill, tap and decap cells):
kind of cell,after synthesis,after routing,synth area share [%]
buf+inv,20,65,3.89
flops,38,38,47.7
mux,9,9,4.65
compound gates,32,32,11.7
fa+ha+maj,22,22,16.8
simple gates,51,51,12.8
xor+xnor,4,4,2.45
Power figures rest on the tool's default switching activity, not on a simulated workload.
