## design/flow/run.sh

```bash
#!/bin/bash
# OpenROAD 26Q1-2900-gdf79404cd8, Yosys 0.63+post, stock flow scripts
make -C /OpenROAD-flow-scripts/flow DESIGN_CONFIG=/design/flow/config.mk WORK_HOME=/design/flow/orfs finish
```

## design/flow/config.mk

```make
export PLATFORM = sky130hd
export DESIGN_NAME = counter
export DESIGN_NICKNAME = counter
export VERILOG_FILES = /design/flow/design.v
export SDC_FILE = /design/flow/constraint.sdc
export NUM_CORES = 4
export LEC_CHECK = 1
export CORE_AREA = 10 10 70 70
export DIE_AREA = 0 0 80 80
```

## design/flow/constraint.sdc

```tcl
current_design counter

set clk_period 2.0
set clk_io_pct 0.2

create_clock -name clk0 -period $clk_period [get_ports {clk}]

set non_clock_inputs [all_inputs -no_clocks]
set_input_delay [expr $clk_period * $clk_io_pct] -clock clk0 $non_clock_inputs
set_output_delay [expr $clk_period * $clk_io_pct] -clock clk0 [all_outputs]
```

## design/flow/design.v

```verilog
interface counter_if(clk);
    parameter WIDTH = 4;  
    input bit clk;  
    bit rst_n;
    logic load_n;
    logic up_down;
    logic ce;
    logic [WIDTH-1:0] data_load;
    logic [WIDTH-1:0] count_out;
    logic max_count;
    logic zero;
    modport TEST (input clk ,count_out, max_count, zero,
                  output rst_n, load_n, up_down, ce, data_load);
    modport monitor (input clk ,rst_n, load_n, up_down, ce, data_load,count_out, max_count, zero);
endinterface 
module counter (clk ,rst_n, load_n, up_down, ce, data_load, count_out, max_count, zero);
parameter WIDTH = 4;
input clk;
input rst_n;
input load_n;
input up_down;
input ce;
input [WIDTH-1:0] data_load;
output reg [WIDTH-1:0] count_out;
output max_count;
output zero;
always @(posedge clk or negedge rst_n) begin
    if (!rst_n)
        count_out <= 0;
    else if (!load_n)
        count_out <= data_load;
    else if (ce)
        if (up_down)
            count_out <= count_out + 1;
        else 
            count_out <= count_out - 1;
end
assign max_count = (count_out == {WIDTH{1'b1}})? 1:0;
assign zero = (count_out == 0)? 1:0;
endmodule
```

==> flow_summary.toml <==
# generated from flow reports
[clocking]
clock_insertion_delay_worst_skew_ns = 0.24
post-cts-setup-buffer-count = 0
clock_tree.root_cell = "sky130_fd_sc_hd__clkbuf_4"
cts_inserted_buffers = 3
max-clock-path-buffers = 2
post_cts_hold_buffer_count = 0
clkTransAtPathRegs_ns = 0.04
clock_tree.htree_level_count = 1
numClockSinks = 4
cts_tree = "yes"

[floorplanning]
io-pin-count = 15
placementRows = 21
floorplanUtilization = 0.09707
die_h_um = 80
die-area_um2 = 6400
core_um2 = 3416
chipWidth_um = 80

[yosys]
register_bit_total_from_synthesis = 4
synth-area-yosys_um2 = 331.6
yosys_stat_cell_total = 35
synth_async_sr_flop_share = 1.000
number_of_enable_flip_flop_cells = 0
synth_sequential_area_ratio = 0.3019
synth.comb.largest_family = "simple AND/OR/NAND/NOR gates"
synthesis.area_um2 = 331.6
synth-main-ff-cell = "sky130_fd_sc_hd__dfrtp_1"
yosys-mux-area-fraction = 0.03019
synth_compound_gate_area_share = 0.1962
top_cell = "sky130_fd_sc_hd__dfrtp_1"
synthTopCellsByCount = "4 x sky130_fd_sc_hd__dfrtp_1, 3 x sky130_fd_sc_hd__a21oi_1, 3 x sky130_fd_sc_hd__nand3_1, 3 x sky130_fd_sc_hd__nor2_1"
synth_cell_types = 22
synth.cellmix.xorXnorShare = 0.05283
ys.warnings.count = 1
ys_sh_simple = 0.2226
netlist_top_cells_area = "sky130_fd_sc_hd__dfrtp_1 30%, sky130_fd_sc_hd__ha_1 7.5%, sky130_fd_sc_hd__fa_1 6.0%"
yosysTopAreaCell = "sky130_fd_sc_hd__dfrtp_1"
netlist_instances = 35
yosys.area_share.adder = 0.1358
post-synth-top-area-fraction = 0.3019
post_synth.cell_area_avg_um2 = 9.473

[placed_design]
numPortBuffers = 14
placedInstanceArea_um2 = 531.8
placement_setup_slack_ns = 0.04696
gpl.final_weighted_congestion = 0.7753

[routing]
drc_errors = 0
final_antenna_net_count = 0
average_wire_length_per_cell_after_detail_routing_um = 9.694
total_wire_length_um = 950
first_pass_drt_iterations = 3
detail_route.vias_per_cell = 3.194
initialDrtViolationCount = 6
diodes_inserted = 0
via_count = 313

[finish]
registers.top_by_ff_count = "count_out"
fin_util = 0.1641
largest_reg_flops = 4
post_route_cells_drive_above_1_share = 0.1346
syn_to_final_growth_pct = 69.06
regArea_um2 = 100.1
largest_registers = "count_out x4"
num-fill-cells = 389
post-route-cell-area_um2 = 560.5
logic_area_um2 = 217.7

[setup_path]
cp_max_fo = 6
crit_type = "register to primary output"
worstPathArrival_ns = 1.44
timing.critical_path.required_ns = 1.60
critical_path.endpoint_type = "primary output"
start_kind = "register"

[global_route]
grt_start_max_net_pins = 11
grt.overflow.total = 0
globalRouteTotalUtil = 0.03298
antenna_found_initial = 0
wire_length_of_the_first_global_routing_pass_um = 1621
number_of_global_route_vias_before_repair = 343

[sta]
timing.final.max_slew_violations = 0
clock-skew-final_ns = 0.001806
setup_viol = 0
final_critical_path_setup_slack_ns = 0.1631
tightest_slew_ns = 0.3148
rsz_0062_raised_after_global_routing = "false"
max_slew_margin = 0.7895
fin_crit_sh = 0.9185
finalWorstPathRequiredPeriod_ns = 1.837
maxClockFrequency_ghz = 0.5444
totalNegativeSetupSlack_ns = 0
final_hold_viol_count = 0

[power]
pwr_density_nw_per_um2 = 615.4
p_leak_nw = 0.2186
vdd_drop_max_mv = 0.2067

[run]
drv.max_cap_violation_count = 0
warning_count = 25

[worst_hold_path]
holdCritPathClass = "primary input to asynchronous set/reset pin"

[status]
run_status = "completed"
power by group:
group	switching [mW]	internal, mW
combinational	0.0462	0.0840
sequential	0.0208	0.0938
clock	0.0331	0.0671
total	0.100	0.245
final cells by class:
| cell class | count | area share |
|---|---|---|
| inverters | 2 | 0.01339 |
| clock buffers | 3 | 0.04018 |
| well taps | 46 | 0.1027 |
| repair buffers | 16 | 0.2768 |
| multi-input cells | 27 | 0.3884 |
| flip-flops and latches | 4 | 0.1786 |
through the flow:
stage / instances / power, mW / hold WS [ns]
after floorplan: 35 / 0.1764 / 0.1044
after global placement: 95 / 0.2428 / 0.6195
after detailed placement: 95 / 0.2449 / 0.6278
after CTS: 98 / 0.3515 / 0.3731
after global routing: 98 / 0.3855 / 0.3657
final: 98 / 0.3450 / 0.3738
cells by family (layout without fill, tap and decap cells):
logic type | count (synthesis) | count (layout)
AND/OR/NAND/NOR | 12 | 12
AND-OR/OR-AND | 9 | 9
flip-flops | 4 | 4
buffers and inverters | 4 | 21
adder cells (fa/ha/maj) | 3 | 3
XOR/XNOR | 2 | 2
multiplexers | 1 | 1
placed cells by master (no fill, tap or decap):
cell and instances:
sky130_fd_sc_hd__nand3_1 3, sky130_fd_sc_hd__fa_1 1, sky130_fd_sc_hd__a21o_1 2, sky130_fd_sc_hd__nor4_2 1, sky130_fd_sc_hd__ha_1 2, sky130_fd_sc_hd__nand4b_1 1, sky130_fd_sc_hd__clkbuf_4 3, sky130_fd_sc_hd__inv_1 2
sky130_fd_sc_hd__dfrtp_1 4, sky130_fd_sc_hd__a221o_1 1, sky130_fd_sc_hd__nor2_1 3, sky130_fd_sc_hd__a211oi_1 1, sky130_fd_sc_hd__nand4bb_1 1, sky130_fd_sc_hd__a21oi_1 3, sky130_fd_sc_hd__xnor2_1 2, sky130_fd_sc_hd__a2bb2oi_1 1
sky130_fd_sc_hd__nand3b_1 1, sky130_fd_sc_hd__and4_2 1, sky130_fd_sc_hd__mux2i_1 1, sky130_fd_sc_hd__buf_4 2, sky130_fd_sc_hd__a22o_1 1, sky130_fd_sc_hd__nand2_1 1, sky130_fd_sc_hd__clkdlybuf4s50_1 14
worst max-delay path, cell delays in order (launching register included):
cell,delay (ns)
sky130_fd_sc_hd__dfrtp_1,0.44
sky130_fd_sc_hd__nor4_2,0.26
sky130_fd_sc_hd__clkdlybuf4s50_1,0.51
routing by layer:
metal	track usage	wire (um)	vias to the layer above
li1	-	-	169
met1	0.04024	432	132
met2	0.04494	375	12
met3	0.02841	143	0
met4	0.001761	0	0
met5	0	0	-
path summary, 6_finish.rpt:
path	from	endpoint	slack [ns]	depth (start not counted)
hold reg to reg	count_out[0]	count_out[0]	0.72	3
hold / removal	rst_n	count_out[3]	0.37	1
min in group clk0	count_out[0]	count_out[0]	0.72	3
setup reg to reg	count_out[0]	count_out[2]	0.52	5
setup / recovery	count_out[1]	zero	0.16	2
max in group asynchronous	rst_n	count_out[1]	1.45	1
what timing repair did:
item | in CTS | in global routing
endpoints found under the setup margin | 0 | 1
endpoints found under the hold margin | 0 | 0
gates resized | 0 | 1
Power figures rest on the tool's default switching activity, not on a simulated workload.
