$ cat ./constraint.sdc
current_design DSP

set clk_period 15.6
set clk_io_pct 0.2

create_clock -name clk0 -period $clk_period [get_ports {clk}]

set non_clock_inputs [all_inputs -no_clocks]
set_input_delay [expr $clk_period * $clk_io_pct] -clock clk0 $non_clock_inputs
set_output_delay [expr $clk_period * $clk_io_pct] -clock clk0 [all_outputs]
$ cat ./run.sh
#!/bin/bash
# OpenROAD 26Q1-2900-gdf79404cd8, Yosys 0.63+post, stock flow scripts
make -C /OpenROAD-flow-scripts/flow DESIGN_CONFIG=/design/flow/config.mk WORK_HOME=/design/flow/orfs finish
$ cat ./config.mk
export PLATFORM = sky130hd
export DESIGN_NAME = DSP
export DESIGN_NICKNAME = DSP
export VERILOG_FILES = /design/flow/design.v
export SDC_FILE = /design/flow/constraint.sdc
export NUM_CORES = 4
export LEC_CHECK = 1
export CORE_UTILIZATION = 40
$ cat ./design.v
interface counter_if(clk);
    parameter WIDTH = 4;  
    input bit clk;  
    bit rst_n;
    logic load_n;
    logic up_down;
    logic ce;
    logic [WIDTH-1:0] data_load;
    logic [WIDTH-1:0] count_out;
    logic max_count;
    logic zero;
    modport TEST (input clk ,count_out, max_count, zero,
                  output rst_n, load_n, up_down, ce, data_load);
    modport monitor (input clk ,rst_n, load_n, up_down, ce, data_load,count_out, max_count, zero);
endinterface 
module DSP(A, B, C, D, clk, rst_n, P);
parameter OPERATION = "ADD";
input  [17:0] A, B, D;
input  [47:0] C;
input clk, rst_n;
output reg  [47:0] P;
reg  [17:0] A_reg_stg1, A_reg_stg2, B_reg, D_reg, adder_out_stg1;
reg  [47:0] C_reg, mult_out;
always @(posedge clk or negedge rst_n) begin
	if (!rst_n) begin
		 A_reg_stg1 <= 0;
		 A_reg_stg2 <= 0;
		 B_reg <= 0;
		 D_reg <= 0;
		 adder_out_stg1 <= 0; 
		 mult_out <= 0;
		 C_reg <= 0;
		 P <= 0;
	end
	else begin
		A_reg_stg1 <= A;
		A_reg_stg2 <= A_reg_stg1;
		B_reg <= B;
		C_reg <= C;
		D_reg <= D; 
		if (OPERATION == "ADD") begin
			adder_out_stg1 <= D_reg + B_reg;			
			P <= mult_out + C_reg;
		end
		else if (OPERATION == "SUBTRACT") begin
			adder_out_stg1 <= D_reg - B_reg;
			P <= mult_out - C_reg;
		end
		mult_out <= A_reg_stg2 * adder_out_stg1;
	end
end
endmodule
==> flow_summary_export.csv <==
group,metric,value,unit
clocking,hold_buffers,0,
yosys,synth_dominant_cell_count,"inv_1",
floorplanning,dieArea,47900,um2
route,routed_wl,40700,um
clocking,cts-buffers-inserted,26,
setup_path,worst_setup_path_start_kind,"flop",
setup_path,critPathCaptureType,"flop",
timing,clock.fmax,0.153,GHz
final_layout,area.combinational,11800,um2
yosys,yosysWarnings,1,
setup_path,reg2reg_slack,9.06,ns
clocking,cts-resized-gates,0,
route,num_antenna_cells,0,
grt,grt_pass1_vias,12714,
clocking,cts_tree,"yes",
timing,whs,0.345,ns
grt,antenna_found_initial,0,
route,drt-pass1-iter-count,4,
run,tool_warnings,25,
setup_path,crit_arrival,6.96,ns
clocking,clk_pin_slew,0.05,ns
timing,tightest_slew,0.816,ns
placed_design,dp_hpwl,31400,um
floorplanning,io_pins,152,
clocking,root_buffer,"clkbuf_16",
timing,finClkSkew,0.0137,ns
yosys,syn_area,18800,um2
yosys,synth.cells.most_frequent,"314 x inv_1, 258 x fa_1, 239 x nand2_1, 222 x dfrtp_1, 163 x ha_1",
route,drt-initial-drc-count,546,
clocking,insertion_delay,0.55,ns
grt,gr-total-overflow,0,
worst_hold_path,hp-class,"flop to flop",
status,status,"complete, no violations",
timing,maxSlewViolCount,0,
yosys,top_area_share,29.5,%
route,drc,0,
setup_path,slowest_stage,"dfrtp_1",
worst_hold_path,holdPathStages,0,
setup_path,critPathRequiredTime,16.02,ns
yosys,ys_types,64,
yosys,ys_cells,1816,
yosys,ys_seq_share,29.5,%
setup_path,cpPeakStageDelay,0.87,ns
setup_path,cp_max_fo,18,
timing,finalCritPeriodShare,41.9,%
worst_hold_path,hold_end,"A_reg_stg2[16]",
floorplanning,chipWidth,219,um
setup_path,worstSetupPathType,"flop to flop",
timing,relSlewSlack,45.6,%
route,vias,12350,
setup_path,crit_chain,"nand2_1, fa_1, fa_1, fa_1, inv_1, fa_1, fa_1, inv_1, fa_1, inv_1, ha_1, a21o_1, nor2_1, and4b_1, o31a_1, o21a_1, o21ai_1, a221oi_1, o21ai_1, xor2_1",
final_layout,fillerInstances,4194,
worst_hold_path,hold_start,"A_reg_stg1[16]",
route,ant_nets,0,
yosys,async_flop_share,100,%
yosys,largest_area_cell,"dfrtp_1",
floorplanning,die_h,219,um
run,maxCapViolCount,0,
setup_path,cp_common_cell,"fa_1",
yosys,ys_seq_elements,222,
yosys,topCellsByArea,"dfrtp_1 30%, fa_1 27%, ha_1 11%",
timing,timing_hold_violations_final,0,
placed_design,portBuffers,151,
placed_design,gp_congestion,0.915,
final_layout,seq_area,5560,um2
timing,rsz0062_at_grt,"no",
yosys,ys.flop_type,"dfrtp_1",
clocking,postCtsSetupRepairBufs,0,
yosys,postSynthCellCount,1816,
grt,grt_pass1_wl,66200,um
floorplanning,fp_util,40.5,%
grt,track_usage,18.7,%
route,vias_per_cell,4.81,
grt,grt_start_max_net_pins,72,
setup_path,reg2reg_depth,20,
yosys,edf_count,0,
route,detail_route.wl_per_cell,15.9,um
yosys,yosysChipArea,18800,um2
setup_path,r2r-end,"mult_out[34]",
floorplanning,core_area,46500,um2
setup_path,crit_buf_inv,3,
clocking,cts_sinks,222,
setup_path,critPathTopFamily,"adder cells",
timing,setup_violations,0,
timing,fin_setup_tns,0,ns
clocking,clk_path_buf_depth,3,
clocking,h-tree-depth,1,
final_layout,syn_to_final_growth,15.7,%
timing,fin_crit,6.54,ns
final_layout,drive_gt1_share,4.09,%
setup_path,reg2reg_from,"adder_out_stg1[4]",
yosys,syn_avg_cell_area,10.4,um2
floorplanning,rows,79,
-- metal layers --
layer,track usage [%],part of all wire [%]
met1,27.5,44
met2,27.3,44
met3,8.08,10
met4,2.87,1.9
met5,0.625,0.089
-- cells by family after synthesis --
| logic type | count (synthesis) | synth area share (%) |
|---|---|---|
| compound gates | 217 | 7.94 |
| xor+xnor | 90 | 4.19 |
| fa+ha+maj | 421 | 38.3 |
| buf+inv | 375 | 7.55 |
| flops | 222 | 29.5 |
| simple gates | 491 | 12.5 |
-- worst max-delay path by stage --
| stage | cells past startpoint | to | start |
|---|---|---|---|
| 6_report | 20 | mult_out[34] | adder_out_stg1[4] |
| 5_1_grt | 20 | mult_out[34] | adder_out_stg1[4] |
| 4_1_cts | 20 | mult_out[34] | adder_out_stg1[4] |
-- worst reg2reg max path: stages (launching register included) --
cell and delay, ns:
dfrtp_1 0.87, nand2_1 0.18, fa_1 0.52, fa_1 0.55, fa_1 0.52, inv_1 0.05, fa_1 0.48, fa_1 0.49
inv_1 0.05, fa_1 0.47, inv_1 0.04, ha_1 0.37, a21o_1 0.23, nor2_1 0.07, and4b_1 0.24, o31a_1 0.25
o21a_1 0.19, o21ai_1 0.12, a221oi_1 0.44, o21ai_1 0.15, xor2_1 0.16
-- placed cells by master, fill, tap and decap left out, types with 26 or more instances in the layout --
master | netlist | routed
inv_1 | 314 | 314
fa_1 | 258 | 258
nand2_1 | 239 | 239
dfrtp_1 | 222 | 222
ha_1 | 163 | 163
clkdlybuf4s50_1 | 0 | 150
and2_1 | 135 | 135
xnor2_1 | 64 | 64
a21oi_1 | 62 | 62
nor2_1 | 45 | 45
o21ai_0 | 39 | 39
xor2_1 | 26 | 26
clkbuf_16 | 0 | 26
-- through the flow --
stage / setup WS, ns / utilization (%) / cell area, um2 / cells
global route: 8.74 / 46.9 / 21800 / 2565
global placement: 9.06 / 45.0 / 20900 / 2520
finish: 9.06 / 46.9 / 21800 / 2565
CTS: 9.05 / 46.9 / 21800 / 2565
floorplan: 9.67 / - / 18800 / 1816
detailed placement: 9.04 / 45.0 / 20900 / 2520
-- cell type report --
type,instances,share of cell area (%)
inverters,314,5.41
repair buffers,158,7.21
clock buffers,33,3.29
multi-input cells,1219,54.4
clock inverters,12,0.672
well taps,607,3.49
flip-flops and latches,222,25.5
